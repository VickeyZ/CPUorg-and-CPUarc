==> ./design.v <==
`timescale 1ns / 1ps
module alu (
	input  wire [31:0] op1,
	input  wire [31:0] op2,
	input  wire [ 5:0] opcode,
	output wire [31:0] out,
	output wire overflow,
	output wire zero
);
	assign out = (opcode == 0) ? (op1 + op2) : 0;
	assign overflow = 0;
	assign zero = (out == 0);
endmodule
==> ./run.sh <==
#!/bin/bash
# OpenROAD 26Q1-2900-gdf79404cd8, Yosys 0.63+post, stock flow scripts
make -C /OpenROAD-flow-scripts/flow DESIGN_CONFIG=/design/flow/config.mk WORK_HOME=/design/flow/orfs finish
==> ./config.mk <==
export PLATFORM = sky130hd
export DESIGN_NAME = alu
export DESIGN_NICKNAME = alu
export VERILOG_FILES = /design/flow/design.v
export SDC_FILE = /design/flow/constraint.sdc
export NUM_CORES = 4
export LEC_CHECK = 1
export CORE_AREA = 10 10 100 100
export DIE_AREA = 0 0 110 110
==> ./constraint.sdc <==
current_design alu

set clk_period 26.6
set clk_io_pct 0.2

create_clock -name clk0 -period $clk_period

set non_clock_inputs [all_inputs -no_clocks]
set_input_delay [expr $clk_period * $clk_io_pct] -clock clk0 $non_clock_inputs
set_output_delay [expr $clk_period * $clk_io_pct] -clock clk0 [all_outputs]
==> results.txt <==
fresh numbers from the pnr run: status completed, largest net degree at the start of global routing 27, routed length per instance between 15 and 20 microns, Mapped Cells between 300 and 400, cell count in the Yosys report approximately 300, WL met3 slightly above 600 microns, Initial Util 0.280, Flop area 0 sq um, clock network power share 0, Final Cell Area approximately 3200 sq um, Setup CP Type in -> out, final setup TNS 0 ns, # setup viols final 0, GRT Total Usage 0.123, Met2 Wirelength around 3600 microns, Slew headroom 0.526, Crit path largest cell delay about 0.52 ns, initial antenna violation count 0, Detailed Route WL approximately 8000 microns, Slew Viols, Final 0, clock buf count 0, Synth warnings 0, crit-path cells clkdlybuf4s50_1, ha_1, inv_1, fa_1, nor2b_1, o221ai_1, a211o_1, o31ai_1, xnor2_1, nor2_1, a2111o_1, a211o_1, or4b_4, nor4_2, clkdlybuf4s50_1, setup slack after layout between 10 and 15 ns, Top Ports around 100, first-pass GRT wire length roughly 12000 microns, fin crit share 0.558, flop count 0, min Tclk post-route approximately 15 ns, RSZ-0062 raised after global routing false, DR top layer met3, Hold Crit Depth 5, Setup crit end kind output port, Util after Layout 0.415, Post-Layout Cell Count 493, Post-DP HPWL 6810 microns, DP Cell Count approximately 490, hold endpoint out[1], Vias/cell 5.14, Logic pwr share 1.000, synth unique cells 69, synth-to-layout area growth 48.4%, drt first pass iters 4, Post-synth seq share 0, CP bufs+invs 3, Log Warnings 32, final antenna-violating net count 0, Power Internal approximately 0.029 mW, critical path fanouts, max 4, Adder Share, Synth 0.187, # diodes 0, chip area 12100 sq um, part of the power in registers 0, P per Cell Area roughly 18 nW/um^2, row cnt 32, final hold vios 0, overall die height approximately 110 microns, XORs/XNORs by Area 0.0802, maximum vdd drop between 8 and 9 uV, CTS resizes 0, Post-Syn Area about 2200 sq um, Worst Hold Class in -> out, fmax 67.4 MHz, top comb family, area AND-OR/OR-AND gates, Crit path max-delay family AND-OR/OR-AND gates, mux share 0.0229, vias in the first global route 2489, DRT met1 WL between 3000 and 4000 microns, Port Buf Inserts a little over 100, Post-CTS Setup Repair Bufs 0, # fillers 805, Synth Area in Simple Gates 0.310, Area after DPL 3240 sq um, gpl congestion between 0.9 and 1, Fin Hold WS between 10 and 15 ns, worst path required time roughly 21 ns, post-synthesis compound-gate area fraction 0.338, DR vias 2534, share of cells above drive strength 1 0.0716, # hold bufs at CTS 0, Yosys chip area between 2000 and 2500 sq um, pre-CTS setup slack about 12 ns, Leak 1.27 nW, logic area 2050 sq um, Worst Max-Slew Pin Slew 0.712 ns, crit start category input port, DRC violations left 0, worst path arrival time approximately 9.5 ns, total gr overflow 0, Iteration-0 DRC Markers between 80 and 90, Core Region between 7000 and 8000 sq um, Worst Min Path Start op2[1], syn avg cell area between 7 and 8 sq um, total power 0.0591 mW, Worst path slowest cell or4b_4, Die Wd 110 microns, # Max-Cap Violations 0, sw frac 0.506, Sw Pwr 0.0299 mW
cell usage in the layout (no fill, tap or decap), types with 8 or more instances in the layout:
| master | Yosys | final |
|---|---|---|
| a21o_1 | 11 | 11 |
| inv_1 | 8 | 8 |
| nand4_1 | 10 | 10 |
| ha_1 | 31 | 31 |
| nor2_1 | 33 | 33 |
| o21ai_0 | 10 | 10 |
| nand3_1 | 10 | 10 |
| xor2_1 | 10 | 10 |
| clkdlybuf4s50_1 | 0 | 103 |
| nor3_1 | 8 | 8 |
| xnor2_1 | 10 | 10 |
| nand2_1 | 21 | 21 |
| a21oi_1 | 21 | 21 |
power by group through the flow:
stage / clock (mW) / sequential, mW / combinational (mW)
finish: 0 / 0 / 0.0591
CTS: 0 / 0 / 0.0591
global route: 0 / 0 / 0.0656
routing by layer:
| layer | vias up | track usage |
|---|---|---|
| met3 | 0 | 0.0253 |
| met1 | 1136 | 0.170 |
| met2 | 71 | 0.206 |
| met4 | 0 | 0.000929 |
| li1 | 1327 | - |
| met5 | - | 0 |
tightest hold or removal path: stages:
cell	delay, ns
clkdlybuf4s50_1	0.42
inv_1	0.08
fa_1	0.18
nor2_1	0.05
clkdlybuf4s50_1	0.40
cell usage after synthesis (5+ instances only):
master / n / share of area
a211o_1: 6 / 0.024
a21o_1: 11 / 0.038
a21oi_1: 21 / 0.048
a21oi_2: 6 / 0.024
ha_1: 31 / 0.18
inv_1: 8 / 0.014
mux2i_1: 5 / 0.023
nand2_1: 21 / 0.036
nand3_1: 10 / 0.023
nand4_1: 10 / 0.029
nor2_1: 33 / 0.057
nor3_1: 8 / 0.018
o21ai_0: 10 / 0.023
xnor2_1: 10 / 0.040
xor2_1: 10 / 0.040
cells by family (layout without fill, tap and decap cells):
group	Yosys count	count (layout)
AND-OR/OR-AND	101	101
XOR/XNOR	20	20
adder cells (fa/ha/maj)	32	32
buffers and inverters	23	111
multiplexers	5	5
other	1	1
AND/OR/NAND/NOR	121	121
worst max-delay path by stage:
stage / from / end / slack (ns) / cells past startpoint
4_1_cts: op1[0] / zero / 11.75 / 15
5_1_grt: op1[0] / zero / 11.49 / 15
6_report: op1[0] / zero / 11.77 / 15
final cells by class:
class	instances	area share
timing repair buffer	103	0.318
multi-input combinational	280	0.633
inverter	8	0.00926
tap	102	0.0394
Power and IR drop assume default switching activity.
